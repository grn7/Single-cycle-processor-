## /design/flow/config.mk

```make
export PLATFORM = sky130hd
export DESIGN_NAME = memory_unit
export DESIGN_NICKNAME = memory_unit
export VERILOG_FILES = /design/flow/design.v
export SDC_FILE = /design/flow/constraint.sdc
export NUM_CORES = 4
export LEC_CHECK = 1
export CORE_UTILIZATION = 50
export SYNTH_HDL_FRONTEND = slang
export SYNTH_MEMORY_MAX_BITS = 65536
```

## /design/flow/constraint.sdc

```tcl
current_design memory_unit

set clk_period 121.2
set clk_io_pct 0.2

create_clock -name clk0 -period $clk_period [get_ports {clk}]

set non_clock_inputs [all_inputs -no_clocks]
set_input_delay [expr $clk_period * $clk_io_pct] -clock clk0 $non_clock_inputs
set_output_delay [expr $clk_period * $clk_io_pct] -clock clk0 [all_outputs]
```

## /design/flow/design.v

```verilog
localparam OP_LOAD    = 7'b0000011;
localparam OP_STORE   = 7'b0100011;
localparam OP_BRANCH  = 7'b1100011;
localparam OP_OP_IMM  = 7'b0010011;
localparam OP_OP      = 7'b0110011;
localparam OP_JAL     = 7'b1101111;
localparam ALU_ADD  = 4'b0000;
localparam ALU_SUB  = 4'b0001;
localparam ALU_AND  = 4'b0010;
localparam ALU_OR   = 4'b0011;
localparam ALU_XOR  = 4'b0100;
localparam ALU_SLT  = 4'b0101;
localparam ALU_SLL  = 4'b0110;
localparam ALU_SRL  = 4'b0111;
localparam ALU_SRA  = 4'b1000;
module memory_unit #(
    parameter INSTR_MEM_SIZE = 256,
    parameter DATA_MEM_SIZE  = 256
)(
    input  logic         clk,
    input  logic         rst,
    input  logic [63:0]  pc,
    output logic [31:0]  instruction,
    input  logic [63:0]  addr,
    input  logic [63:0]  write_data,
    input  logic         mem_write,
    input  logic         mem_read,
    output logic [63:0]  read_data
);
    logic [31:0] instr_mem [0:INSTR_MEM_SIZE-1];
    logic [63:0] data_mem [0:DATA_MEM_SIZE-1];
    assign instruction = instr_mem[pc[9:2]];  
    assign read_data = (mem_read) ? data_mem[addr[9:3]] : 64'b0;  
    always_ff @(posedge clk or posedge rst) begin
        if (rst) begin
            for (int i = 0; i < DATA_MEM_SIZE; i++) begin
                data_mem[i] <= 64'b0;
            end
        end
        else if (mem_write) begin
            data_mem[addr[9:3]] <= write_data;
        end
    end
    initial begin
        $readmemh("instr_mem.mem", instr_mem);
    end
endmodule
```

## /design/flow/run.sh

```bash
#!/bin/bash
# OpenROAD 26Q1-2900-gdf79404cd8, Yosys 0.63+post, stock flow scripts
make -C /OpenROAD-flow-scripts/flow DESIGN_CONFIG=/design/flow/config.mk WORK_HOME=/design/flow/orfs finish
```

==> Table 3: Implementation characteristics <==
Implementation parameters

Parameter                              Value

Outcome
  Outcome    finished, final reports clean

Synth
  Total cell area reported by yosys after synthesis    between 300000 and 400000 µm²
  Register share after synthesis    0.5553
  Area leader, netlist    dfrtp_1
  Number of distinct library cell variants in the gate-level netlist after synthesis    91
  Register bit total from synthesis    around 8000
  Top post-synthesis cells by area    dfrtp_1, mux2_2, a221oi_1, clkbuf_1, buf_2
  Number of synthesized flops with an enable pin    0
  Dominant cell area share    0.5553
  Cell count after synthesis    26900
  Cell count in the Yosys report    26900
  Average instance area after synthesis    13.73 µm²
  Fraction of synthesis flops using an asynchronous set or reset pin    1.000
  Main synth FF type    dfrtp_1
  Yosys synthesis warning count    0
  Post-synthesis instance area    369200 µm²

CTS
  Clock net sink count    about 8200
  Clock-pin slew on the worst setup and hold paths    0.06 ns
  Post-cts gate resize count    0
  Setup Buffers After CTS    0
  Number of buffers created by CTS    857
  Skew-Pair Late Insertion Delay    1.22 ns
  Clock tree from TritonCTS    built
  Number of buffers added to fix hold violations after cts    0
  Longest Clk Path Bufs    4
  Clock root buffer master    clkbuf_16
  Number of H-tree levels    6

Detailed routing
  Via-to-Cell Ratio    6.915
  Vias after detailed routing    roughly 250k
  WL per Instance    just under 40 µm
  Count of antenna-violating nets left after detailed routing    0
  Wire length reported by the detailed router    about 1400000 µm
  Initial DRC count    between 20000 and 25000
  Number of design rule violations left after detail routing    0
  First-pass detailed-route iteration total    10

Final timing
  Final-layout worst hold slack    between 0.4 and 0.5 ns
  Fin crit share    0.4678
  Clock period minus worst slack    56.70 ns
  Relative slew slack    0.06689
  Total Negative Setup Slacks    0 ns
  Final setup slack of the worst path    ~64 ns
  Slew of the pin with the lowest slew margin    1.364 ns
  Number of setup violations in the final report    0
  Highest clock frequency the design can meet    between 0.015 and 0.02 GHz
  Setup repair after global routing missed its margin    no
  Slew Limit Fails    0
  Setup Skew    0 ns
  Number of endpoints with negative hold slack in the final report    0

Setup path
  Critical Path Max Stage Delay    0.67 ns
  Worst Path Class, Setup    in -> out
  Arrival time of the worst setup path    32.46 ns
  Top fanout value on the critical path    39
  Crit path cell chain    buf_16, buf_4, buf_4, buf_4, buf_4, buf_4, buf_4, buf_4, buf_4, buf_4, mux2_2, a221oi_1, o221ai_1, o311a_1, o21ai_1, buf_4, o311ai_1, clkdlybuf4s50_1
  Most numerous cell on the critical path    buf_4
  Worst path slowest cell    buf_4
  Category of the worst setup path capture point    primary output
  Critical Path Source Type    input pin
  Worst Path Required    96.96 ns

Floorplan
  Floorplan Core Area    735800 µm²
  Floorplan die height    861.3 µm
  Number of placement rows    315
  Initial standard-cell utilization of the core    0.5017
  Die W    861.3 µm
  Die Size    741800 µm²
  I/O pin count    292

GRT
  Maximum number of pins on one net before global-route repair    139
  Vias in the first global route    259300
  Initial antenna violation count    130
  Total routing usage reported by global routing    0.4103
  Global-route congestion overflow total    0
  Global-route wire length before repair    between 2000000 and 2500000 µm

Cells and area
  Logic area    roughly 150000 µm²
  Finished layout cell area    409000 µm²
  Biggest regs    data_mem (8192)
  Layout Utilization    0.5559
  Register with the most flip-flops    data_mem
  # fillers    roughly 58000
  Fraction of final layout cells with drive strength greater than 1    0.4364
  Register cell area after layout    around 200000 µm²
  Largest register FFs    8192
  Area added between synthesis and finish    10.79%

Flow run
  Number of warnings the tools reported    ~220
  Count of max-cap constraint violations    0

Place
  HPWL after detailed placement    around 850000 µm
  Pre-CTS WS    between 60 and 70 ns
  Count of buffers from port buffering    ~140
  Final Wtd Congestion    0.9203
  Area after DPL    380400 µm²

Power and ir drop
  Leakage power of the design    196.2 nW
  Pwr dens    15.58 nW/µm²
  Worst IR drop on VDD    0.01405 mV

Worst hold path
  Tightest Hold Check Type    reg -> reg
-- metal layers --
layer	track usage	vias to the layer above	share of wire
met5	0.01472	-	0.0016
met4	0.1912	141	0.061
met3	0.2259	3802	0.14
met2	0.5658	13520	0.43
met1	0.5476	135700	0.36
li1	-	100900	-
-- path summary, 6_finish.rpt --
| path | start | endpoint | slack (ns) | cells past startpoint |
|---|---|---|---|---|
| setup / recovery | addr[4] | read_data[42] | 64.50 | 18 |
| hold / removal | data_mem[15923]$_DFFE_PP0P_ | data_mem[15923]$_DFFE_PP0P_ | 0.49 | 1 |
| setup reg to reg | data_mem[10159]$_DFFE_PP0P_ | data_mem[10159]$_DFFE_PP0P_ | 120.41 | 1 |
| hold reg to reg | data_mem[15923]$_DFFE_PP0P_ | data_mem[15923]$_DFFE_PP0P_ | 0.49 | 1 |
| max in group asynchronous | rst | data_mem[9551]$_DFFE_PP0P_ | 89.85 | 13 |
| min in group asynchronous | rst | data_mem[13179]$_DFFE_PP0P_ | 23.51 | 2 |
-- logic make-up (layout without fill, tap and decap cells) --
family | Yosys count | in the layout | synth area share
AND-OR/OR-AND | 4940 | 4940 | 0.1051
multiplexers | 9149 | 9149 | 0.2843
flip-flops | 8192 | 8192 | 0.5553
other | 1 | 219 | 0.00001016
buffers and inverters | 3142 | 2940 | 0.03792
AND/OR/NAND/NOR | 1472 | 1472 | 0.01738
-- cell usage after synthesis (161+ instances only) --
master,number
o21ai_0,329
buf_2,1160
o22ai_1,337
mux2_2,8561
mux4_2,213
a222oi_1,161
buf_1,250
a221oi_1,2132
nand2_1,738
a22oi_1,478
dfrtp_1,8192
nor2_1,330
o221ai_1,359
mux2i_1,362
clkbuf_1,1564
a21oi_1,524
-- placed cells by master, fill, tap and decap left out, drive strengths merged, types with 38 or more instances in the layout --
cell type | netlist | routed
a211oi | 38 | 38
a21oi | 524 | 524
a221o | 74 | 74
a221oi | 2133 | 2133
a222oi | 161 | 161
a22o | 62 | 62
a22oi | 478 | 478
a31oi | 38 | 38
and3 | 52 | 52
buf | 1561 | 1306
clkbuf | 1565 | 1371
clkdlybuf4s50 | 0 | 66
clkinv | 3 | 134
dfrtp | 8192 | 8192
diode | 0 | 187
mux2 | 8574 | 8574
mux2i | 362 | 362
mux4 | 213 | 213
nand2 | 748 | 748
nand3 | 114 | 114
nor2 | 336 | 336
nor3 | 92 | 92
o211ai | 51 | 51
o21ai | 330 | 330
o221ai | 359 | 359
o22ai | 337 | 337
-- critical path, delay by kind of cell --
kind / cells / cell delay [ns]
buffers and inverters: 12 / 6.29
multiplexers: 1 / 0.40
AND-OR/OR-AND: 5 / 1.15
-- power by group --
part	internal [W]	switching, W
Clock	0.00152	0.00113
Combinational	0.000270	0.000391
Sequential	0.00295	0.000105
Total	0.00475	0.00162
-- layout make-up --
type | instances | share of cell area
inverter | 16 | 0.0002478
antenna | 187 | 0.001144
clock buffer | 1371 | 0.06417
sequential | 8192 | 0.5012
multi-input combinational | 15590 | 0.3713
tap | 9827 | 0.03006
clock inverter | 181 | 0.004738
timing repair buffer | 1372 | 0.02718
-- per-stage QoR --
step | std cells | power, W
2_1_floorplan | 26930 | 0.003630
3_3_place_gp | 35000 | 0.003733
3_5_place_dp | 35000 | 0.003755
4_1_cts | 36550 | 0.006383
5_1_grt | 36610 | 0.006565
6_report | 36740 | 0.006374
No activity file was given, so power comes from the tool's default toggle rates.
